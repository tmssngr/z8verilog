<file path="flow/design.v">
module VbsGenerator_es23(
    input wire  clk,
    input wire  clkEnable,
    output reg  sync,
    output wire pixel,
    input wire[10:0] addr,
    input wire[7:0] dataIn,
    input wire      strobe,
    input wire      write,
    output reg[7:0] dataOut
);
    parameter LINE_COUNT = 313;
    reg[7:0] hCounter = 0;  
    reg[8:0] vCounter = 0;
    initial begin
        sync = 1;
    end
    reg [7:0] memory[0:2047];
    reg xRange = 0;
    reg yRange = 0;
    reg[7:0] xCounter = 0;
    reg[7:0] yCounter = 0;
    reg[7:0] shiftReg = 0;
    assign pixel = shiftReg[7];
    wire[10:0] videoAddr = {yCounter[7:1], xCounter[6:3]};
    wire loadShiftReg = xRange & yRange & xCounter[2:0] == 0;
    always @(posedge clk) begin
        if (clkEnable & strobe) begin
            if (write) begin
                memory[addr] <= dataIn;
            end
            else begin
                dataOut <= memory[addr];
            end
        end
    end
    always @(posedge clk) begin
        if (clkEnable) begin
            hCounter <= hCounter + 1'b1;
            if (hCounter == 1
               | (hCounter == 15 && vCounter != 0 && vCounter != 3)
            ) begin
                sync <= ~sync;
            end
            shiftReg <= {shiftReg[6:0], 1'b0};
            if (yRange) begin
                if (hCounter == 80) begin
                    xRange <= 1;
                    xCounter <= 0;
                end
                if (xRange) begin
                    if (loadShiftReg) begin
                        shiftReg <= ~memory[videoAddr];
                    end
                    if (xCounter == 7'b1111_111) begin
                        xRange <= 0;
                        if (yCounter == 8'b1111_1111) begin
                            yRange <= 0;
                        end
                        else begin
                            yCounter <= yCounter + 1'b1;
                        end
                    end
                    else begin
                        xCounter <= xCounter + 1'b1;
                    end
                end
            end
            if (hCounter == {8{1'b1}}) begin
                if (vCounter != LINE_COUNT - 1) begin
                    vCounter <= vCounter + 1'b1;
                    if (vCounter == 43) begin
                        yRange <= 1;
                        yCounter <= 0;
                    end
                end
                else begin
                    vCounter <= 0;
                end
            end
        end
    end
endmodule
</file>
<file path="flow/run.sh">
#!/bin/bash
# OpenROAD 26Q1-2900-gdf79404cd8, Yosys 0.63+post, stock flow scripts
make -C /OpenROAD-flow-scripts/flow DESIGN_CONFIG=/design/flow/config.mk WORK_HOME=/design/flow/orfs finish
</file>
<file path="flow/config.mk">
export PLATFORM = sky130hd
export DESIGN_NAME = VbsGenerator_es23
export DESIGN_NICKNAME = VbsGenerator_es23
export VERILOG_FILES = /design/flow/design.v
export SDC_FILE = /design/flow/constraint.sdc
export NUM_CORES = 4
export LEC_CHECK = 1
export CORE_UTILIZATION = 50
export SYNTH_MEMORY_MAX_BITS = 65536
</file>
<file path="flow/constraint.sdc">
current_design VbsGenerator_es23

set clk_period 376.1
set clk_io_pct 0.2

create_clock -name clk0 -period $clk_period [get_ports {clk}]

set non_clock_inputs [all_inputs -no_clocks]
set_input_delay [expr $clk_period * $clk_io_pct] -clock clk0 $non_clock_inputs
set_output_delay [expr $clk_period * $clk_io_pct] -clock clk0 [all_outputs]
</file>
==> qor.log <==
INFO  outcome        outcome=complete, but fails checks
INFO  outcome        violations=max-capacitance violations, max-slew violations
INFO  worst_setup_path required=377.21ns
INFO  timing         timing.max_slew.rel_slack=-14.1%
INFO  route          antenna_violating_nets_post_route=0
INFO  route          drt-pass1-iter-count=7
INFO  timing         timing.final.crit_period=84.30ns
INFO  cells_and_area final-instance-count-excl-fill=62546
INFO  yosys          yosys-mux-area-fraction=25.0%
INFO  yosys          ys_ff=16436
INFO  worst_setup_path worst_path_max_delay_cell=sky130_fd_sc_hd__nand4_1
INFO  min_path       min-delay-start=sync
INFO  worst_setup_path reg_to_reg_critical_path_endpoint=shiftReg[1]
INFO  worst_setup_path critical_path.endpoint_type=flop
INFO  worst_setup_path cp_common_cell=sky130_fd_sc_hd__buf_4
INFO  yosys          yosys.area_share.aoi=5.09%
INFO  power_and_ir_drop combPwrFrac=8.3%
INFO  clock_tree     number_of_buffers_between_clock_root_and_the_deepest_sink=6
INFO  floorplan      core_region_area=1.50mm²
INFO  grt            first_pass_grt_wire_length=4170000µm
INFO  timing         timing.final.max_slew_violations=41
INFO  cells_and_area final_cell_mix=16436 x sky130_fd_sc_hd__edfxtp_1, 7552 x sky130_fd_sc_hd__mux4_2, 3031 x sky130_fd_sc_hd__buf_4
INFO  floorplan      floorplan.core_util=50.2%
INFO  power_and_ir_drop p_leak=0.263µW
INFO  floorplan      die.size.y=1230µm
INFO  yosys          yosys-stat-area=0.754mm²
INFO  placed_design  port_buffers=32
INFO  yosys          yosysSeqAreaShare=65.4%
INFO  clock_tree     cts.reportedPaths.clkPinSlew=0.06ns
INFO  yosys          synthesis.area=0.754mm²
INFO  min_path       hold_path_depth=1
INFO  yosys          ys.warnings.count=1
INFO  yosys          ys_sh_xor=0.0197%
INFO  floorplan      fp-row-count=450
INFO  worst_setup_path timing.critical_path.cells=buf_16 -> buf_4 -> buf_4 -> buf_4 -> buf_4 -> buf_4 -> buf_4 -> buf_4 -> buf_4 -> buf_4 -> mux4_2 -> a22oi_1 -> nand4_1 -> a22oi_1 -> buf_4 -> nand4_1 -> buf_4 -> a22oi_1 -> nand4_1
INFO  grt            number_of_antenna_violations_at_the_first_check_in_global_routing=481
INFO  min_path       min-delay-path-class=flop to flop
INFO  clock_tree     tritoncts.num_buffers=1806
INFO  yosys          synthDistinctLibCells=80
INFO  worst_setup_path path_buffers=12
INFO  worst_setup_path path_depth=19
INFO  floorplan      chip_area=1.51mm²
INFO  clock_tree     cts_hold_buf=0
INFO  clock_tree     worst_skew_pair.late_latency=1.45ns
INFO  timing         max_freq=11.9MHz
INFO  worst_setup_path critical-path-top-delay-family=buffers and inverters
INFO  route          drc_viols=0
INFO  timing         unrepaired_setup_endpoints_after_global_routing=false
INFO  timing         finalSetupTns=0ns
INFO  route          wl_per_cell=49.5µm
INFO  power_and_ir_drop ir_worst_vdd=4.61µV
INFO  cells_and_area areaGrowthSynthToFinish=12.5%
INFO  cells_and_area mostFrequentLayoutCell=sky130_fd_sc_hd__edfxtp_1
INFO  floorplan      num_io_pins=33
INFO  route          drtIter0Drc=36971
INFO  timing         finClkSkew=0.115ns
INFO  power_and_ir_drop power_density=4.81mW/mm²
INFO  timing         setup_viol=0
INFO  clock_tree     cts.repair_timing.setup_buffer_count=0
INFO  placed_design  finalWeightedCongestion=1.02
INFO  route          detailed_route_via_count=454416
INFO  clock_tree     clk_root_buffer_cell=sky130_fd_sc_hd__clkbuf_16
INFO  placed_design  detailed_placement_hpwl=2090000µm
INFO  timing         worst_slew_pin_slew=1.71ns
INFO  worst_setup_path critPathMaxFanout=38
INFO  route          viasPerCell=7.27
INFO  power_and_ir_drop netSwitchingFraction=23.8%
INFO  floorplan      die_width=1230µm
INFO  grt            grt_pass1_vias=495973
INFO  yosys          edf_count=16436
INFO  yosys          largest_cells_by_area_after_synthesis=sky130_fd_sc_hd__edfxtp_1 65%, sky130_fd_sc_hd__mux4_2 23%, sky130_fd_sc_hd__a22oi_1 2.7%
INFO  yosys          ys.flop_type=sky130_fd_sc_hd__edfxtp_1
INFO  run            maxCapViolCount=8
INFO  worst_setup_path r2r_start=xCounter[3]
INFO  route          drt_wl_total=3100000µm
INFO  cells_and_area logic_area=0.246mm²
INFO  worst_setup_path worst_setup_path_start_kind=input pin
INFO  yosys          synthesis.area_per_instance=19.5µm²
INFO  grt            global_route.overflow_total=0
INFO  clock_tree     ctsResizeCount=0
INFO  worst_setup_path worstSetupPathType=input pin to flop
INFO  worst_setup_path critical_path.max_stage_delay=0.93ns
INFO  yosys          synthSimpleGateAreaFrac=2.39%
INFO  yosys          top_area_cell=sky130_fd_sc_hd__edfxtp_1
INFO  worst_setup_path depth_of_the_worst_register_to_register_path=19
INFO  cells_and_area number_of_fillers_in_the_final_layout=109115
INFO  timing         post_route_fraction_of_the_period_consumed_by_the_critical_path=22.4%
INFO  yosys          synth-cells-yosys=38688
INFO  cells_and_area post_route_cells_drive_above_1_share=32.2%
INFO  min_path       end_of_the_worst_hold_path=sync
INFO  clock_tree     cts_max_level=7
INFO  power_and_ir_drop pwr-share-clk=42.4%
INFO  clock_tree     cts_tree=built
INFO  worst_setup_path worst_ep_arrival_time=85.42ns
INFO  yosys          synthTopLogicFamily=multiplexers
INFO  power_and_ir_drop p_seq_share=49.4%
INFO  placed_design  place.detailed.instances=58265
INFO  clock_tree     clock-sinks=16436
INFO  power_and_ir_drop power.switching=972µW
INFO  yosys          synth-adder-area-share=0.0133%
INFO  cells_and_area layout.area.seq=0.494mm²
INFO  timing         timing.final.hold_violations=0
INFO  power_and_ir_drop p_int=3110µW
INFO  grt            pin_count_of_the_biggest_net_entering_global_routing=136
INFO  yosys          post_synth_inst_count=38688
INFO  worst_setup_path regToRegSetupSlack=366.39ns
INFO  run            openroad.warnings=87
INFO  yosys          ys_async_sr_fraction=0%
INFO  yosys          synth.top_cell.area_share=65.4%
INFO  grt            grt_util_all_layers=46.4%
## worst max path at each step
stage	from	endpoint	slack, ns
final	addr[1]	dataOut[2]	291.80
after CTS	addr[0]	dataOut[5]	292.20
after global routing	addr[0]	dataOut[5]	291.43
## sequential cells by signal, summed over array words and instances (netlist names)
signal / flops
dataOut: 8
hCounter: 8
memory: 16384
shiftReg: 8
sync: 1
vCounter: 9
xCounter: 8
xRange: 1
yCounter: 8
yRange: 1
## final cells by class
| class | count | share of cell area, % |
|---|---|---|
| multi-input cells | 18765 | 29.0 |
| repair buffers | 3157 | 2.96 |
| well taps | 19888 | 2.93 |
| flip-flops and latches | 16436 | 58.2 |
| clock inverters | 1035 | 1.08 |
| inverters | 21 | 0.0153 |
| diodes | 1071 | 0.316 |
| clock buffers | 2173 | 5.54 |
## power groups by stage
| stage | Clock (µW) | Sequential (µW) | Combinational, µW |
|---|---|---|---|
| 4_1_cts | 1740 | 2020 | 324 |
| 5_1_grt | 1800 | 2020 | 341 |
| 6_report | 1730 | 2020 | 337 |
## metal layers
metal | GRT usage (%) | vias up | part of all wire, %
met5 | 19.8 | - | 0.89
met4 | 29.3 | 676 | 8.2
met3 | 44.1 | 8399 | 23
met2 | 57.1 | 40693 | 42
met1 | 49.0 | 231365 | 26
li1 | - | 173283 | -
## stage by stage
stage          area, µm²  worst slack, ns  utilization (%)  hold slack, ns  power (µW)
3_3_place_gp      790000           290.67             52.6           0.563        2380
4_1_cts           846000           292.20             56.3           0.562        4080
3_5_place_dp      790000           290.73             52.6           0.549        2380
5_1_grt           847000           291.43             56.4           0.590        4160
6_report          849000           291.80             56.5           0.550        4090
2_1_floorplan     754000           297.98                -           0.487        2210
## cell usage after synthesis (74+ instances only)
cell type,n
sky130_fd_sc_hd__o211ai_1,169
sky130_fd_sc_hd__edfxtp_1,16436
sky130_fd_sc_hd__nand4_1,618
sky130_fd_sc_hd__buf_2,587
sky130_fd_sc_hd__mux2_2,93
sky130_fd_sc_hd__mux2i_1,1724
sky130_fd_sc_hd__o22ai_1,336
sky130_fd_sc_hd__clkbuf_1,1893
sky130_fd_sc_hd__buf_6,90
sky130_fd_sc_hd__mux4_2,7552
sky130_fd_sc_hd__nand2_1,656
sky130_fd_sc_hd__buf_4,282
sky130_fd_sc_hd__a21oi_1,373
sky130_fd_sc_hd__a22oi_1,2675
sky130_fd_sc_hd__o21ai_0,376
sky130_fd_sc_hd__a221oi_1,441
sky130_fd_sc_hd__o221ai_1,368
sky130_fd_sc_hd__nand3_1,154
sky130_fd_sc_hd__a31oi_1,79
sky130_fd_sc_hd__nor2_1,2421
sky130_fd_sc_hd__nor3_1,74
sky130_fd_sc_hd__buf_1,614
## logic make-up after synthesis
| logic type | Yosys count |
|---|---|
| and+or+nand+nor | 4140 |
| adders and majority gates | 8 |
| DFF | 16436 |
| xor gates and xnor gates | 17 |
| muxes | 9369 |
| AOI/OAI and AO/OA | 5231 |
| buffers and inverters | 3487 |
Power figures rest on the tool's default switching activity, not on a simulated workload.
